`config.mk`:
```
export PLATFORM = sky130hd
export DESIGN_NAME = writeBackMux
export DESIGN_NICKNAME = writeBackMux
export VERILOG_FILES = /design/flow/design.v
export SDC_FILE = /design/flow/constraint.sdc
export NUM_CORES = 4
export LEC_CHECK = 1
export CORE_AREA = 10 10 101 101
export DIE_AREA = 0 0 111 111
```
`constraint.sdc`:
```
current_design writeBackMux

set clk_period 1.2
set clk_io_pct 0.2

create_clock -name clk0 -period $clk_period [get_ports {clk}]

set non_clock_inputs [all_inputs -no_clocks]
set_input_delay [expr $clk_period * $clk_io_pct] -clock clk0 $non_clock_inputs
set_output_delay [expr $clk_period * $clk_io_pct] -clock clk0 [all_outputs]
```
`design.v`:
```
module writeBackMux(clk, pc, alu, mem, imm, muxSelector, writeDataOrRegHazard);
	input clk;
	input [1:0] muxSelector;
	input [31:0] pc, alu, mem, imm;
	output [31:0] writeDataOrRegHazard;
	reg [31:0] writeDataOrRegHazard;
	initial writeDataOrRegHazard = 0;
	always @ (posedge clk)
	case (muxSelector)
		0: writeDataOrRegHazard = pc;
		1: writeDataOrRegHazard = alu;
		2: writeDataOrRegHazard = mem;
		3: writeDataOrRegHazard = imm;
	endcase
endmodule
```
`run.sh`:
```
#!/bin/bash
# OpenROAD 26Q1-2900-gdf79404cd8, Yosys 0.63+post, stock flow scripts
make -C /OpenROAD-flow-scripts/flow DESIGN_CONFIG=/design/flow/config.mk WORK_HOME=/design/flow/orfs finish
```
==> report_table.html <==
<p>Metrics extracted from the flow reports.</p>
<table>
<tr><th>Metric</th><th>Value</th></tr>
<tr><th colspan="2">Run status</th></tr>
<tr><td>Result of the run</td><td>finished clean</td></tr>
<tr><th colspan="2">Finish</th></tr>
<tr><td>Signed area change from the synthesized netlist to the final layout</td><td>121%</td></tr>
<tr><td>Final standard cell utilization of the core</td><td>39.6%</td></tr>
<tr><td>Number of flip-flops in the largest register</td><td>32</td></tr>
<tr><td>Commonest cells after routing, fill and taps aside</td><td>129 x clkdlybuf4s50_1, 32 x dlygate4sd2_1, 30 x mux4_2</td></tr>
<tr><td>Leading cell type in the layout, fill and taps excluded</td><td>clkdlybuf4s50_1</td></tr>
<tr><td>Layout cell share with drive strength beyond 1</td><td>18.2%</td></tr>
<tr><th colspan="2">CTS</th></tr>
<tr><td>Clock tree from TritonCTS</td><td>done</td></tr>
<tr><td>Number of H-tree branching levels</td><td>2</td></tr>
<tr><td>Library cell used as clock root buffer</td><td>clkbuf_8</td></tr>
<tr><td>Post-cts resize count</td><td>35</td></tr>
<tr><td>Clock input transition at the sequential cells of the worst setup and hold paths</td><td>0.07 ns</td></tr>
<tr><td>TritonCTS buffer count</td><td>5</td></tr>
<tr><td>Cts-stage hold buffer count</td><td>0</td></tr>
<tr><td>Clock Sinks</td><td>32</td></tr>
<tr><td>Bufs on Longest Clock Path</td><td>2</td></tr>
<tr><td>Postcts setup bufs</td><td>0</td></tr>
<tr><th colspan="2">Worst setup path</th></tr>
<tr><td>Crit path max fanout</td><td>32</td></tr>
<tr><td>Critical Path RT</td><td>1.35 ns</td></tr>
<tr><td>Endpoint class of the critical path</td><td>flop</td></tr>
<tr><td>CP max stage cell</td><td>clkdlybuf4s50_1</td></tr>
<tr><td>Worst stage delay on the critical path</td><td>0.50 ns</td></tr>
<tr><td>Element type at the critical path start</td><td>input pin</td></tr>
<tr><td>Kind of critical path</td><td>in -&gt; reg</td></tr>
<tr><td>Worst Setup EP</td><td>writeDataOrRegHazard[19]</td></tr>
<tr><td>Data arrival, critical path</td><td>1.30 ns</td></tr>
<tr><td>Beginning of the critical path</td><td>muxSelector[1]</td></tr>
<tr><td>Cells along the critical path</td><td>clkdlybuf4s50_1 &gt; buf_12 &gt; mux4_2</td></tr>
<tr><th colspan="2">Yosys</th></tr>
<tr><td>Post-synthesis sequential area ratio</td><td>44.0%</td></tr>
<tr><td>Yosys warns</td><td>1</td></tr>
<tr><td>Summed standard-cell area reported by yosys</td><td>0.00146 mm^2</td></tr>
<tr><td>Mapped cell area</td><td>0.00146 mm^2</td></tr>
<tr><td>Syn avg cell area</td><td>20.5 um^2</td></tr>
<tr><td>Synth cell types</td><td>6</td></tr>
<tr><td>Number of synthesized register bits</td><td>32</td></tr>
<tr><td>Yosys cell count</td><td>71</td></tr>
<tr><td>Gate Count Post-Synth</td><td>71</td></tr>
<tr><th colspan="2">Global routing</th></tr>
<tr><td>Global route overflow</td><td>0</td></tr>
<tr><td>Total routing usage reported by global routing</td><td>9.76%</td></tr>
<tr><td>First-pass GRT wire length</td><td>9.45 mm</td></tr>
<tr><td>Maximum number of pins on one net before global-route repair</td><td>33</td></tr>
<tr><td>Antenna violations before repair</td><td>0</td></tr>
<tr><td>Vias in the first global route</td><td>1,594</td></tr>
<tr><th colspan="2">Final timing</th></tr>
<tr><td>Count of pins over their slew limit</td><td>0</td></tr>
<tr><td>Number of setup violations in the final report</td><td>0</td></tr>
<tr><td>Unrepaired setup endpoints after global routing</td><td>false</td></tr>
<tr><td>Worst relative slew slack</td><td>87.2%</td></tr>
<tr><td>Final Hold Violating Endpoints</td><td>0</td></tr>
<tr><td>Final worst path period share</td><td>96.5%</td></tr>
<tr><td>Final critical-path required period</td><td>1.16 ns</td></tr>
<tr><td>TNS Setup</td><td>0 ns</td></tr>
<tr><td>Fin Hold WS</td><td>0.534 ns</td></tr>
<tr><td>Top achievable clock speed</td><td>864 MHz</td></tr>
<tr><td>Worst-Margin Slew</td><td>0.191 ns</td></tr>
<tr><th colspan="2">Route</th></tr>
<tr><td>Vias per Instance</td><td>3.99</td></tr>
<tr><td>Post-route DRC</td><td>0</td></tr>
<tr><td>DRT Pass-1 Iters</td><td>3</td></tr>
<tr><td>Final routed wire length divided by cell count</td><td>17.8 um</td></tr>
<tr><td>Detailed Route WL</td><td>6.08 mm</td></tr>
<tr><td>Number of vias after detailed routing</td><td>1,361</td></tr>
<tr><td>ANT cells</td><td>0</td></tr>
<tr><td>Drt initial violations</td><td>17</td></tr>
<tr><td>Number of nets with antenna violations after detailed routing</td><td>0</td></tr>
<tr><th colspan="2">Pwr</th></tr>
<tr><td>Leakage power</td><td>0.00123 uW</td></tr>
<tr><td>Worst IR Drop VDD</td><td>0.332 mV</td></tr>
<tr><td>Total design power</td><td>2790 uW</td></tr>
<tr><td>PwrDens</td><td>867 mW/mm^2</td></tr>
<tr><th colspan="2">Placement</th></tr>
<tr><td>HPWL Detailed</td><td>5.24 mm</td></tr>
<tr><td>I/O Buffers</td><td>162</td></tr>
<tr><td>GP Congestion</td><td>0.808</td></tr>
<tr><th colspan="2">Floorplanning</th></tr>
<tr><td>Num rows</td><td>33</td></tr>
<tr><td>Core Footprint</td><td>0.00813 mm^2</td></tr>
<tr><td>Initial standard-cell utilization of the core</td><td>17.9%</td></tr>
<tr><td>Die y size</td><td>111 um</td></tr>
<tr><td>Overall die width</td><td>111 um</td></tr>
<tr><td>Chip footprint</td><td>0.0123 mm^2</td></tr>
<tr><td>Number of top-level pins</td><td>163</td></tr>
<tr><th colspan="2">Job</th></tr>
<tr><td>Count of max-cap constraint violations</td><td>0</td></tr>
<tr><td>OpenROAD warning count</td><td>25</td></tr>
<tr><th colspan="2">Hold path</th></tr>
<tr><td>Hold Path Class</td><td>in -&gt; reg</td></tr>
</table>
per-stage QoR:
stage | worst slack, ns | std cells | area, um^2
final | 0.0425 | 341 | 3220
after global routing | 0.0394 | 341 | 3220
after CTS | 0.0597 | 341 | 3220
after detailed placement | -0.243 | 334 | 3180
after global placement | -0.232 | 334 | 3180
after floorplan | 0.0903 | 71 | 1460
routing by layer:
| metal | vias to the layer above | global-route usage, % | part of all wire (%) |
|---|---|---|---|
| li1 | 633 | - | - |
| met1 | 623 | 12.5 | 40 |
| met2 | 97 | 15.4 | 47 |
| met3 | 8 | 4.65 | 11 |
| met4 | 0 | 0.781 | 0.77 |
| met5 | - | 0 | 0 |
Yosys cell counts:
master	instances	share of area [%]
buf_6	1	0.77
dfxtp_1	32	44
buf_2	3	1.0
mux4_1	2	3.6
mux4_2	30	46
buf_12	3	4.1
cell families after synthesis:
family | after synthesis | synth area share, %
flip-flops | 32 | 44.0
buffers and inverters | 7 | 5.93
multiplexers | 32 | 50.0
layout make-up:
class	instances	area, um^2
multi-input combinational	32	728
fill	795	4920
timing repair buffer	165	1640
clock inverter	1	5.00
clock buffer	6	72.6
sequential	32	644
tap	105	131
worst min path at each step:
stage | cells after the start | endpoint | from | slack, ns
after global routing | 3 | writeDataOrRegHazard[24] | muxSelector[0] | 0.57
final | 3 | writeDataOrRegHazard[28] | muxSelector[0] | 0.53
after CTS | 3 | writeDataOrRegHazard[28] | muxSelector[0] | 0.54
report_power, final:
part	switching, uW	total (uW)	internal [uW]
logic	155	803	649
clock network	389	784	394
registers	23.8	1200	1180
total	568	2790	2220
worst max-delay path, delay by kind of cell:
kind                   cells  cell delay (ns)
buffers and inverters      2             0.72
multiplexers               1             0.33
Power and IR drop assume default switching activity.
