$ cat design.v
module defaultSelector(instruction, defSelector);
  input [31:0] instruction;
  output defSelector;
  and(defSelector, instruction[0], instruction[1]);
endmodule
module srlSelector(instruction, srlEnable);
  input [31:0] instruction;
  output [3:0] srlEnable;
  wire n2, n5, n13, n30, aux1, aux2, aux3;
  not(n2, instruction[2]);
  not(n5, instruction[5]);
  not(n13, instruction[13]);
  not(n30, instruction[30]);
  and(aux1, n2, instruction[5], n30);
  or(aux2, aux1, n5);
  and(aux3, aux2, instruction[4], instruction[12], n13, instruction[14]);
  assign srlEnable = aux3*1;
endmodule
module addSelector(instruction, addEnable);
  input [31:0] instruction;
  output [3:0] addEnable;
  wire n2, n4, n5, n12, n13, n14, n25, n30, aux1, aux2, aux3, aux4;
  not(n2, instruction[2]);
  not(n4, instruction[4]);
  not(n5, instruction[5]);
  not(n12, instruction[12]);
  not(n13, instruction[13]);
  not(n14, instruction[14]);
  not(n25, instruction[25]);
  not(n30, instruction[30]);
  and(aux1, n2, instruction[5], n25, n30);
  or(aux2, aux1, n5);
  and(aux3, aux2, instruction[4], n12, n13, n14);
  or(aux4, aux3, n4);
  assign addEnable = aux4*2;
endmodule
module andSelector(instruction, andEnable);
  input [31:0] instruction;
  output [3:0] andEnable;
  wire n2, n5, aux1, aux2, aux3;
  not(n2, instruction[2]);
  not(n5, instruction[5]);
  and(aux1, n2, instruction[5]);
  or(aux2, aux1, n5);
  and(aux3, aux2, instruction[4], instruction[12], instruction[13], instruction[14]);
  assign andEnable = aux3*3;
endmodule
module orSelector(instruction, orEnable);
  input [31:0] instruction;
  output [3:0] orEnable;
  wire n2, n5, n12, n25, aux1, aux2, aux3;
  not(n2, instruction[2]);
  not(n5, instruction[5]);
  not(n12, instruction[12]);
  not(n25, instruction[25]);
  and(aux1, n2, instruction[5], n25);
  or(aux2, aux1, n5);
  and(aux3, aux2, instruction[4], n12, instruction[13], instruction[14]);
  assign orEnable = aux3*4;
endmodule
module xorSelector(instruction, xorEnable);
  input [31:0] instruction;
  output [3:0] xorEnable;
  wire n2, n5, n12, n13, n25, aux1, aux2, aux3;
  not(n2, instruction[2]);
  not(n5, instruction[5]);
  not(n12, instruction[12]);
  not(n13, instruction[13]);
  not(n25, instruction[25]);
  and(aux1, n2, instruction[5], n25);
  or(aux2, aux1, n5);
  and(aux3, aux2, instruction[4], n12, n13, instruction[14]);
  assign xorEnable = aux3*5;
endmodule
module sltSelector(instruction, sltEnable);
  input [31:0] instruction;
  output [3:0] sltEnable;
  wire n2, n5, n12, n14, aux1, aux2, aux3;
  not(n2, instruction[2]);
  not(n5, instruction[5]);
  not(n12, instruction[12]);
  not(n14, instruction[14]);
  and(aux1, n2, instruction[5]);
  or(aux2, aux1, n5);
  and(aux3, aux2, instruction[4], n12, instruction[13], n14);
  assign sltEnable = aux3*6;
endmodule
module mulSelector(instruction, mulEnable);
  input [31:0] instruction;
  output [3:0] mulEnable;
  wire n2, n12, n13, n14, n30, aux;
  not(n2, instruction[2]);
  not(n12, instruction[12]);
  not(n13, instruction[13]);
  not(n14, instruction[14]);
  not(n30, instruction[30]);
  and(aux, n2, instruction[5], instruction[25], n30, instruction[4], n12, n13, n14);
  assign mulEnable = aux*7;
endmodule
module mulhSelector(instruction, mulhEnable);
  input [31:0] instruction;
  output [3:0] mulhEnable;
  wire n2, n13, n14, aux;
  not(n2, instruction[2]);
  not(n13, instruction[13]);
  not(n14, instruction[14]);
  and(aux, n2, instruction[5], instruction[25], instruction[4], instruction[12], n13, n14);
  assign mulhEnable = aux*8;
endmodule
module divSelector(instruction, divEnable);
  input [31:0] instruction;
  output [3:0] divEnable;
  wire n2, n12, n13, aux;
  not(n2, instruction[2]);
  not(n12, instruction[12]);
  not(n13, instruction[13]);
  and(aux, n2, instruction[5], instruction[25], instruction[4], n12, n13, instruction[14]);
  assign divEnable = aux*9;
endmodule
module remSelector(instruction, remEnable);
  input [31:0] instruction;
  output [3:0] remEnable;
  wire n2, n12, aux;
  not(n2, instruction[2]);
  not(n12, instruction[12]);
  and(aux, n2, instruction[5], instruction[25], instruction[4], n12, instruction[13], instruction[14]);
  assign remEnable = aux*10;
endmodule
module subSelector(instruction, subEnable);
  input [31:0] instruction;
  output [3:0] subEnable;
  wire n2, n12, n13, n14, n25, aux;
  not(n2, instruction[2]);
  not(n12, instruction[12]);
  not(n13, instruction[13]);
  not(n14, instruction[14]);
  not(n25, instruction[25]);
  and(aux, n2, instruction[5], n25, instruction[30], instruction[4], n12, n13, n14);
  assign subEnable = aux*11;
endmodule
module muliplexor1bit_2_1(inputA, inputB, sel, out);
  input inputA, inputB, sel;
  output out;
  wire aux1, aux2, selN;  
  not(selN, sel);
  and(aux1, inputA, sel);
  and(aux2, inputB, selN);
  or(out, aux1, aux2);
endmodule
module multiplexor4bits_2_1(input1M, input2M, signal, outputM);
  input [3:0] input1M, input2M;
  input signal;
  output [3:0] outputM;
  muliplexor1bit_2_1 m0(input1M[0], input2M[0], signal, outputM[0]);
  muliplexor1bit_2_1 m1(input1M[1], input2M[1], signal, outputM[1]);
  muliplexor1bit_2_1 m2(input1M[2], input2M[2], signal, outputM[2]);
  muliplexor1bit_2_1 m3(input1M[3], input2M[3], signal, outputM[3]);
endmodule
module aluSelector(srlEn, addEn, andEn, orEn, xorEn, sltEn, mulEn, mulhEn, divEn, remEn, subEn, defaultSignal, aluChoice);
  input [3:0] srlEn, addEn, andEn, orEn, xorEn, sltEn, mulEn, mulhEn, divEn, remEn, subEn;
  input defaultSignal;
  output [3:0] aluChoice;
  wire [3:0] sllEn, orChoice, defChoice;
  assign sllEn = 4'b0000;
  assign defChoice = 4'b0010;
  assign orChoice = srlEn | addEn | andEn | orEn | xorEn | sltEn | mulEn | mulhEn |  divEn | remEn | subEn;
  multiplexor4bits_2_1 m0(orChoice, defChoice, defaultSignal, aluChoice);
endmodule
module aluSelectorControll(instruction, aluChoice);
  input [31:0] instruction;
  output [3:0] aluChoice;
  wire [3:0] sllEn, srlEn, addEn, andEn, orEn, xorEn, sltEn, mulEn, mulhEn, divEn, remEn, subEn;
  wire defaultSignal;
  defaultSelector dS(instruction, defaultSignal);  
  	assign sllEn = 4'b0000;
  	srlSelector srlS(instruction, srlEn);
	addSelector addS(instruction, addEn);
	andSelector andS(instruction, andEn);
	orSelector orS(instruction, orEn);
	xorSelector xorS(instruction, xorEn);
	sltSelector sltS(instruction, sltEn);
	mulSelector mulS(instruction, mulEn);
	mulhSelector mulhS(instruction, mulhEn);
	divSelector divS(instruction, divEn);
	remSelector remS(instruction, remEn);
	subSelector subS(instruction, subEn);
  aluSelector aS(srlEn, addEn, andEn, orEn, xorEn, sltEn, mulEn, mulhEn, divEn, remEn, subEn, defaultSignal, aluChoice);
endmodule
$ cat config.mk
export PLATFORM = sky130hd
export DESIGN_NAME = aluSelectorControll
export DESIGN_NICKNAME = aluSelectorControll
export VERILOG_FILES = /design/flow/design.v
export SDC_FILE = /design/flow/constraint.sdc
export NUM_CORES = 4
export LEC_CHECK = 1
export CORE_AREA = 10 10 70 70
export DIE_AREA = 0 0 80 80
$ cat constraint.sdc
current_design aluSelectorControll

set clk_period 2.8
set clk_io_pct 0.2

create_clock -name clk0 -period $clk_period

set non_clock_inputs [all_inputs -no_clocks]
set_input_delay [expr $clk_period * $clk_io_pct] -clock clk0 $non_clock_inputs
set_output_delay [expr $clk_period * $clk_io_pct] -clock clk0 [all_outputs]
$ cat run.sh
#!/bin/bash
# OpenROAD 26Q1-2900-gdf79404cd8, Yosys 0.63+post, stock flow scripts
make -C /OpenROAD-flow-scripts/flow DESIGN_CONFIG=/design/flow/config.mk WORK_HOME=/design/flow/orfs finish
==> impl_metrics.csv <==
group,metric,value,unit
yosys,yosys_warnings,0,
placed_design,place.port_buffers,14,
cells_and_area,n_clock_buffer,0,
placed_design,dp_hpwl,762,µm
final_timing,rsz0062_at_grt,"no",
final_timing,post-route-min-period,2710,ps
global_route,grt.overflow.total,0,
yosys,synth.distinct_cells,23,
drt,diodes,0,
final_timing,setup_viol,0,
yosys,top_area_cell,"buf_4",
pwr,p_leak,0.161,nW
die,fp-utilization,7.07,%
setup_path,startpoint_type,"input port",
die,die_x,80,µm
final_timing,worst_pin_slew,290,ps
worst_hold_path,whs_endpoint,"aluChoice[3]",
yosys,synth.most_common_cell,"nor2_1",
pwr,p_int,25.5,µW
cells_and_area,fill_cells,402,
yosys,ys_seq_share,0,%
drt,drt_iter0_markers,61,
final_timing,fmax,0.369,GHz
cells_and_area,area_growth,80.3,%
global_route,grt_pass1_wl,1480,µm
cells_and_area,drive_above_1_share,24.0,%
setup_path,cp-end-kind,"output pin",
cells_and_area,post-route-util,12.7,%
final_timing,fin_crit_sh,96.9,%
yosys,top_cells_by_count,"5 x nor2_1, 4 x buf_4, 3 x nand2_1, 3 x nand3_1",
drt,wl,867,µm
final_timing,hold_violations,0,
placed_design,globalplace.congestion,0.719,
worst_hold_path,hold_depth,3,
drt,dr.pass1.iters,3,
global_route,antenna_found_initial,0,
yosys,yosysTopAreaCellShare,12.4,%
die,rows,21,
final_timing,slew_headroom,80.6,%
die,chip_area,0.00640,mm²
global_route,first_global_vias,326,
run,tool_warnings,54,
pwr,pwr-share-clk,0,%
pwr,p_switching,18.3,µW
drt,avgRoutedWirePerCell,9.03,µm
worst_hold_path,worstHoldStart,"instruction[2]",
global_route,grt_max_degree,10,
drt,vias_per_cell,3.27,
setup_path,criticalPathCategory,"input port to output pin",
yosys,ys_chip_area,241,µm²
pwr,vdd_drop_max,0.0000129,V
yosys,ys_top_cells_by_area,"buf_4 12%, nor2_1 7.8%, nand3_1 6.2%, nor4b_2 6.2%, or4b_4 5.7%",
setup_path,required,2240,ps
pwr,combPwrFrac,100.0,%
worst_hold_path,holdCritPathClass,"input port to output pin",
yosys,syn_inst,36,
cells_and_area,flops,0,
yosys,syn-mean-instance-area,6.71,µm²
pwr,powerDensity,101,mW/mm²
drt,drtAntennaViolNets,0,
pwr,p_seq_share,0,%
setup_path,arrival,2150,ps
global_route,track_usage,2.70,%
die,coreArea,0.00342,mm²
run,maxCapViolCount,0,
placed_design,dp.cells,96,
die,ioPinCount,36,
final_timing,slew_viol_final,0,
drt,route.detailed.drc,0,
yosys,syn_area,241,µm²
yosys,ys_cells,36,
die,die_h,80,µm
pwr,p_sw_share,41.7,%
setup_path,path_max_fanout,2,
cells_and_area,regArea,0,µm²
cells_and_area,finalNonFillerCells,96,
drt,vias,314,
run_status,status,"completed",
==> routing by layer <==
metal / track usage [%] / up-vias / part of all wire, %
met1: 3.43 / 146 / 43
met4: 0 / 0 / 0
li1: - / 162 / -
met2: 5.14 / 6 / 53
met5: 0 / - / 0
met3: 0.114 / 0 / 3.3
==> placed cells by master, fill, tap and decap left out <==
| cell type | count |
|---|---|
| nor3_1 | 1 |
| or4b_4 | 1 |
| dlymetal6s2s_1 | 1 |
| nand3_1 | 3 |
| nand4_1 | 2 |
| buf_4 | 6 |
| nor3b_2 | 1 |
| o21a_1 | 1 |
| o211ai_1 | 1 |
| o22ai_2 | 1 |
| o21ai_1 | 1 |
| a2bb2oi_1 | 1 |
| a211o_1 | 1 |
| a21oi_1 | 2 |
| clkdlybuf4s50_1 | 7 |
| buf_2 | 1 |
| a31oi_1 | 1 |
| dlygate4sd2_1 | 5 |
| and3b_1 | 1 |
| a21boi_0 | 1 |
| or2b_1 | 1 |
| nand2_1 | 3 |
| and3_2 | 1 |
| nor2_1 | 5 |
| nor4b_2 | 1 |
==> cell type report <==
class	instances	area [µm²]	share of cell area (%)
multi-input cells	30	201	46.3
well taps	46	57.6	13.2
repair buffers	20	176	40.5
==> cell families (layout without fill, tap and decap cells) <==
| logic type | after synthesis | in the layout | synth area share [%] |
|---|---|---|---|
| buf+inv | 6 | 20 | 19.2 |
| compound gates | 10 | 10 | 28.0 |
| simple gates | 20 | 20 | 52.8 |
==> worst max-delay path: stages <==
cell and delay, ps:
clkdlybuf4s50_1 470, or4b_4 470, a21oi_1 140, a31oi_1 70, nor4b_2 210, dlygate4sd2_1 230
==> per-stage QoR <==
stage	TNS [ps]	power (mW)	cell area [µm²]	hold slack (ps)	setup slack (ps)
CTS	0	0.0440	434	1760	30.9
global route	0	0.0487	435	1650	6.68
detailed placement	-694	0.0456	438	2080	-270
floorplan	0	0.0194	241	1250	537
finish	0	0.0438	435	1600	86.4
global placement	-743	0.0451	438	2090	-305
==> repair_timing <==
item                                    4_1_cts  5_1_grt
pin swaps                                     5        3
endpoints found under the setup margin        3        3
gates resized                                 8        2
hold buffers                                  0        0
setup buffers                                 1        0
==> power groups by stage <==
stage         registers, mW  clock network (mW)  logic (mW)
CTS                       0                   0      0.0440
global route              0                   0      0.0487
finish                    0                   0      0.0438
==> worst max-delay path by stage <==
stage	from	endpoint	cells after the start
final	instruction[30]	aluChoice[3]	6
after global routing	instruction[30]	aluChoice[3]	6
after CTS	instruction[30]	aluChoice[3]	6
Power is estimated from default activity; no workload was simulated.
