==> design.v <==
module Multiplexor_1_2(I0, I1, I2, I3, sel, out);
  input I0, I1, I2, I3;
  input [1:0] sel;
  output out;
  wire [0:0] C0, C1, C1_1, C2, C2_1, C3, OP0, OP1, OP2, OP3,POS0, POS1, POS2, POS3;
  nor (C0, sel[0], sel[1]);
  not (C1_1, sel[1]);
  and (C1, C1_1, sel[0]);
  not (C2_1, sel[0]);
  and (C2, C2_1, sel[1]);
  and (C3, sel[0], sel[1]);
  and (OP0, C0, I0);
  and (OP1, C1, I1);
  and (OP2, C2, I2);
  and (OP3, C3, I3);
  or (POS1, OP0, OP1);
  or (POS2, OP2, OP3);
  or (POS3, POS1, POS2);
  or (out, POS3, 1'b0);
endmodule
module Multiplexor_32_2(I0,I1,I2,I3,sel,out);
  input [31:0] I0, I1, I2, I3;
  input [1:0] sel;
  output [31:0] out;
  Multiplexor_1_2 M12_0 (I0[0], I1[0], I2[0], I3[0], sel, out[0]);
  Multiplexor_1_2 M12_1 (I0[1], I1[1], I2[1], I3[1], sel, out[1]);
  Multiplexor_1_2 M12_2 (I0[2], I1[2], I2[2], I3[2], sel, out[2]);
  Multiplexor_1_2 M12_3 (I0[3], I1[3], I2[3], I3[3], sel, out[3]);
  Multiplexor_1_2 M12_4 (I0[4], I1[4], I2[4], I3[4], sel, out[4]);
  Multiplexor_1_2 M12_5 (I0[5], I1[5], I2[5], I3[5], sel, out[5]);
  Multiplexor_1_2 M12_6 (I0[6], I1[6], I2[6], I3[6], sel, out[6]);
  Multiplexor_1_2 M12_7 (I0[7], I1[7], I2[7], I3[7], sel, out[7]);
  Multiplexor_1_2 M12_8 (I0[8], I1[8], I2[8], I3[8], sel, out[8]);
  Multiplexor_1_2 M12_9 (I0[9], I1[9], I2[9], I3[9], sel, out[9]);
  Multiplexor_1_2 M12_10 (I0[10], I1[10], I2[10], I3[10], sel, out[10]);
  Multiplexor_1_2 M12_11 (I0[11], I1[11], I2[11], I3[11], sel, out[11]);
  Multiplexor_1_2 M12_12 (I0[12], I1[12], I2[12], I3[12], sel, out[12]);
  Multiplexor_1_2 M12_13 (I0[13], I1[13], I2[13], I3[13], sel, out[13]);
  Multiplexor_1_2 M12_14 (I0[14], I1[14], I2[14], I3[14], sel, out[14]);
  Multiplexor_1_2 M12_15 (I0[15], I1[15], I2[15], I3[15], sel, out[15]);
  Multiplexor_1_2 M12_16 (I0[16], I1[16], I2[16], I3[16], sel, out[16]);
  Multiplexor_1_2 M12_17 (I0[17], I1[17], I2[17], I3[17], sel, out[17]);
  Multiplexor_1_2 M12_18 (I0[18], I1[18], I2[18], I3[18], sel, out[18]);
  Multiplexor_1_2 M12_19 (I0[19], I1[19], I2[19], I3[19], sel, out[19]);
  Multiplexor_1_2 M12_20 (I0[20], I1[20], I2[20], I3[20], sel, out[20]);
  Multiplexor_1_2 M12_21 (I0[21], I1[21], I2[21], I3[21], sel, out[21]);
  Multiplexor_1_2 M12_22 (I0[22], I1[22], I2[22], I3[22], sel, out[22]);
  Multiplexor_1_2 M12_23 (I0[23], I1[23], I2[23], I3[23], sel, out[23]);
  Multiplexor_1_2 M12_24 (I0[24], I1[24], I2[24], I3[24], sel, out[24]);
  Multiplexor_1_2 M12_25 (I0[25], I1[25], I2[25], I3[25], sel, out[25]);
  Multiplexor_1_2 M12_26 (I0[26], I1[26], I2[26], I3[26], sel, out[26]);
  Multiplexor_1_2 M12_27 (I0[27], I1[27], I2[27], I3[27], sel, out[27]);
  Multiplexor_1_2 M12_28 (I0[28], I1[28], I2[28], I3[28], sel, out[28]);
  Multiplexor_1_2 M12_29 (I0[29], I1[29], I2[29], I3[29], sel, out[29]);
  Multiplexor_1_2 M12_30 (I0[30], I1[30], I2[30], I3[30], sel, out[30]);
  Multiplexor_1_2 M12_31 (I0[31], I1[31], I2[31], I3[31], sel, out[31]);
endmodule
==> run.sh <==
#!/bin/bash
# OpenROAD 26Q1-2900-gdf79404cd8, Yosys 0.63+post, stock flow scripts
make -C /OpenROAD-flow-scripts/flow DESIGN_CONFIG=/design/flow/config.mk WORK_HOME=/design/flow/orfs finish
==> config.mk <==
export PLATFORM = sky130hd
export DESIGN_NAME = Multiplexor_32_2
export DESIGN_NICKNAME = Multiplexor_32_2
export VERILOG_FILES = /design/flow/design.v
export SDC_FILE = /design/flow/constraint.sdc
export NUM_CORES = 4
export LEC_CHECK = 1
export CORE_AREA = 10 10 95 95
export DIE_AREA = 0 0 105 105
==> constraint.sdc <==
current_design Multiplexor_32_2

set clk_period 1.5
set clk_io_pct 0.2

create_clock -name clk0 -period $clk_period

set non_clock_inputs [all_inputs -no_clocks]
set_input_delay [expr $clk_period * $clk_io_pct] -clock clk0 $non_clock_inputs
set_output_delay [expr $clk_period * $clk_io_pct] -clock clk0 [all_outputs]
==> flow_summary_export.csv <==
group,metric,value,unit
floorplanning,die_x,105,um
logic_synthesis,yosysSeqAreaShare,0,
timing,max_clock_freq,0.642,GHz
global_routing,grt_pass1_wl,9.15,mm
layout,final_cells,308,
hold_path,min_path_type,"primary input to output port",
worst_setup_path,worstSetupPathType,"primary input to output port",
floorplanning,die-area,11000,um^2
floorplanning,placementRows,30,
worst_setup_path,cp.required,1200,ps
logic_synthesis,yosys.cell_types.count,7,
placed_design,postPlaceCellArea,2540,um^2
timing,setup_slack,-58.0,ps
timing,relSlewSlack,0.911,
layout,flops,0,
timing,max_slew.worst_pin.slew,134,ps
power_and_ir_drop,peakVddDrop,0.0517,mV
layout,syn2layout_area_growth,123,%
logic_synthesis,yosys-stat-cells,72,
worst_setup_path,cp-end-kind,"output port",
logic_synthesis,yosysTopAreaCell,"mux4_2",
timing,setup_viol,11,
detailed_routing,drt-total-wl,6.07,mm
layout,stdcell_area,2360,um^2
detailed_routing,drtIter0Drc,29,
timing,period_minus_slack,1560,ps
flow_run,warnings,34,
power_and_ir_drop,cellPowerDensity,235,nW/um^2
logic_synthesis,synth_top_area_share,0.638,
outcome,violations,"negative setup slack",
logic_synthesis,area_leaders,"mux4_2 64%, buf_4 23%, buf_12 5.7%",
floorplanning,core_area,6910,um^2
placed_design,place.port_buffers,162,
logic_synthesis,synth-area-yosys,1060,um^2
logic_synthesis,avgSynthCellArea,14.7,um^2
detailed_routing,wl_per_cell,19.7,um
floorplanning,die_h,105,um
worst_setup_path,arrival,1260,ps
worst_setup_path,crit_fanout,5,
logic_synthesis,yosysWarnings,0,
timing,rsz0062_at_grt,"true",
global_routing,grt_pass1_vias,1382,
detailed_routing,drc_errors,0,
power_and_ir_drop,p_leak,1.12,nW
placed_design,placed_cells,297,
global_routing,grt_max_degree,15,
global_routing,antenna_found_initial,2,
placed_design,hpwl,5.40,mm
placed_design,gp_congestion,0.795,
placed_design,pre_cts_ws,-691,ps
global_routing,grt_usage,0.107,
logic_synthesis,synth.cell_area,1060,um^2
detailed_routing,drtPass1Iterations,4,
layout,layout-drive-gt1-share,0.385,
layout,lay_top_count,"dlygate4sd2_1",
layout,flop_area,0,um^2
detailed_routing,detail_route.vias_per_cell,3.95,
timing,final_max_slew_viol_count,0,
timing,tns,-464,ps
worst_setup_path,startpoint_type,"primary input",
timing,period_used_share,1.04,
floorplanning,fp_util,0.153,
layout,lay_top_cells,"127 x dlygate4sd2_1, 32 x mux4_2, 31 x buf_2",
hold_path,hold_path_depth,3,
floorplanning,ios,162,
timing,hold_viol_final,0,
outcome,status,"finished, violations left",
global_routing,overflow,0,
clocking,postCtsHoldBufs,0,
logic_synthesis,postSynthCellCount,72,
detailed_routing,antenna_left,0,
detailed_routing,num_vias,1216,
layout,nClkBuffers,0,
flow_run,maxCapViolations,0,
==> cell families (layout without fill, tap and decap cells) <==
group,count (synthesis),count (layout),share of synthesized area
buffers and inverters,40,176,0.312
multiplexers,32,32,0.688
other,0,4,0
==> worst paths after layout <==
check,slack (ps),startpoint,to
hold / removal,1080,sel[1],out[12]
setup / recovery,-60,sel[0],out[23]
==> metrics by stage <==
| stage | hold slack [ps] | utilization | power [W] |
|---|---|---|---|
| after global routing | 1090 | 0.341 | 0.000608 |
| final | 1080 | 0.342 | 0.000555 |
| after detailed placement | 1590 | 0.368 | 0.000725 |
| after floorplan | 873 | - | 0.000306 |
| after global placement | 1600 | 0.368 | 0.000720 |
| after CTS | 1090 | 0.340 | 0.000567 |
==> worst max-delay path: stages <==
cell    delay (ps)
buf_12         100
buf_12         120
buf_8          110
mux4_2         490
buf_2          130
==> where the power goes <==
part           switching (W)        total, W    internal (W)
sequential                 0               0               0
combinational       0.000139        0.000555        0.000415
clock                      0  0.000000000357  0.000000000357
==> synthesized netlist by cell type, drive strengths merged <==
| library cell | n |
|---|---|
| mux4 | 32 |
| clkbuf | 1 |
| buf | 39 |
==> repair_timing <==
item,in CTS,in global routing
setup endpoints to repair,32,22
hold endpoints to repair,0,0
gates cloned,1,0
gates resized,248,0
buffers inserted,5,1
pin swaps,0,0
==> per-layer routing <==
metal | global-route usage | vias to the layer above | share of wire
met5 | 0 | - | 0
met4 | 0.00490 | 0 | 0
met2 | 0.186 | 91 | 0.51
met3 | 0.0503 | 0 | 0.11
li1 | - | 553 | -
met1 | 0.124 | 572 | 0.38
==> layout make-up <==
| class | instances | area, um^2 |
|---|---|---|
| fillers | 766 | 4540 |
| well taps | 96 | 120 |
| repair buffers | 176 | 1510 |
| multi-input cells | 32 | 721 |
| diodes | 4 | 10.0 |
Power is estimated from default activity; no workload was simulated.
